### /design/flow/design.v
module SevenHexDecoder (
	input        [5:0] i_hex,
	output logic [6:0] o_seven_ten,
	output logic [6:0] o_seven_one
);
parameter D0 = 7'b1000000;
parameter D1 = 7'b1111001;
parameter D2 = 7'b0100100;
parameter D3 = 7'b0110000;
parameter D4 = 7'b0011001;
parameter D5 = 7'b0010010;
parameter D6 = 7'b0000010;
parameter D7 = 7'b1011000;
parameter D8 = 7'b0000000;
parameter D9 = 7'b0010000;
parameter debug_top = 7'b1110111;
parameter debug_bot = 7'b1111110;
always_comb begin
	case(i_hex)
		6'h0: begin o_seven_ten = D0; o_seven_one = D0; end
		6'h1: begin o_seven_ten = D0; o_seven_one = D1; end
		6'h2: begin o_seven_ten = D0; o_seven_one = D2; end
		6'h3: begin o_seven_ten = D0; o_seven_one = D3; end
		6'h4: begin o_seven_ten = D0; o_seven_one = D4; end
		6'h5: begin o_seven_ten = D0; o_seven_one = D5; end
		6'h6: begin o_seven_ten = D0; o_seven_one = D6; end
		6'h7: begin o_seven_ten = D0; o_seven_one = D7; end
		6'h8: begin o_seven_ten = D0; o_seven_one = D8; end
		6'h9: begin o_seven_ten = D0; o_seven_one = D9; end
		6'ha: begin o_seven_ten = D1; o_seven_one = D0; end
		6'hb: begin o_seven_ten = D1; o_seven_one = D1; end
		6'hc: begin o_seven_ten = D1; o_seven_one = D2; end
		6'hd: begin o_seven_ten = D1; o_seven_one = D3; end
		6'he: begin o_seven_ten = D1; o_seven_one = D4; end
		6'hf: begin o_seven_ten = D1; o_seven_one = D5; end
		6'h10: begin o_seven_ten = D1; o_seven_one = D6; end
		6'h11: begin o_seven_ten = D1; o_seven_one = D7; end
		6'h12: begin o_seven_ten = D1; o_seven_one = D8; end
		6'h13: begin o_seven_ten = D1; o_seven_one = D9; end
		6'h14: begin o_seven_ten = D2; o_seven_one = D0; end
		6'h15: begin o_seven_ten = D2; o_seven_one = D1; end
		6'h16: begin o_seven_ten = D2; o_seven_one = D2; end
		6'h17: begin o_seven_ten = D2; o_seven_one = D3; end
		6'h18: begin o_seven_ten = D2; o_seven_one = D4; end
		6'h19: begin o_seven_ten = D2; o_seven_one = D5; end
		6'h1a: begin o_seven_ten = D2; o_seven_one = D6; end
		6'h1b: begin o_seven_ten = D2; o_seven_one = D7; end
		6'h1c: begin o_seven_ten = D2; o_seven_one = D8; end
		6'h1d: begin o_seven_ten = D2; o_seven_one = D9; end
		6'h1e: begin o_seven_ten = D3; o_seven_one = D0; end
		6'h1f: begin o_seven_ten = D3; o_seven_one = D1; end
		6'h20: begin o_seven_ten = D3; o_seven_one = D2; end
		6'h21: begin o_seven_ten = D3; o_seven_one = D3; end
		6'h22: begin o_seven_ten = D3; o_seven_one = D4; end
		6'h23: begin o_seven_ten = D3; o_seven_one = D5; end
		default : begin o_seven_ten = D7; o_seven_one = D7; end
	endcase
end
endmodule
### /design/flow/run.sh
#!/bin/bash
# OpenROAD 26Q1-2900-gdf79404cd8, Yosys 0.63+post, stock flow scripts
make -C /OpenROAD-flow-scripts/flow DESIGN_CONFIG=/design/flow/config.mk WORK_HOME=/design/flow/orfs finish
### /design/flow/config.mk
export PLATFORM = sky130hd
export DESIGN_NAME = SevenHexDecoder
export DESIGN_NICKNAME = SevenHexDecoder
export VERILOG_FILES = /design/flow/design.v
export SDC_FILE = /design/flow/constraint.sdc
export NUM_CORES = 4
export LEC_CHECK = 1
export CORE_AREA = 10 10 70 70
export DIE_AREA = 0 0 80 80
### /design/flow/constraint.sdc
current_design SevenHexDecoder

set clk_period 2.8
set clk_io_pct 0.2

create_clock -name clk0 -period $clk_period

set non_clock_inputs [all_inputs -no_clocks]
set_input_delay [expr $clk_period * $clk_io_pct] -clock clk0 $non_clock_inputs
set_output_delay [expr $clk_period * $clk_io_pct] -clock clk0 [all_outputs]
==> Changelog: implementation <==
## Flow update

- Outcome: complete, no violations
- VDD IR max: 64.2 uV
- Crit-path max cell delay: 0.43 ns
- GP Congestion: 0.923
- Synth Instances: 94
- Area grow syn2layout: 74.7%
- Chip area: 0.00640 mm^2
- Most used cell, CP: clkdlybuf4s50_1
- Max-Cap Viols: 0
- Rows: 21
- Largest net degree at the start of global routing: 12
- Min Hold Slack: 1.66 ns
- Final worst slack: 0.0786 ns
- Max-slew violation count: 0
- Minimum clock period: 2.72 ns
- Yosys cell types: 42
- Mean Syn Cell Area: 6.93 um^2
- Period Utilization, post-route: 97.2%
- Final setup viols: 0
- CP arrival: 2.16 ns
- Core area: 0.00342 mm^2
- Routed Antenna Nets: 0
- Routed wire length: 2.18 mm
- Final core occ: 33.3%
- Required @ worst endpoint: 2.24 ns
- Pwr per Cell Area: 138 mW/mm^2
- Share of layout cells above drive strength 1: 36.7%
- Setup crit end kind: primary output
- Hold-fix buffers, CTS: 0
- Clock buffers: 0
- Worst-path fanout max: 10
- Slowest cell on crit path: clkdlybuf4s50_1
- Vias: 838
- Ys Warns: 1
- Flops: 0
- Hold/Removal Path Class: in -> out
- Vias in the first global route: 817
- Die height: 80 um
- Register share after synthesis: 0%
- YS chip area: 652 um^2
- Diode count: 0
- I/O Buffers: 19
- Global Route Usage Sum: 6.67%
- Post-detail-place hpwl: 1.80 mm
- Cell Chain, Critical Path: clkdlybuf4s50_1 > buf_6 > buf_4 > a311oi_2 > a21oi_1 > clkdlybuf4s50_1
- Width of the die: 80 um
- Startpoint types: primary input
- Synthesized area: 652 um^2
- First-pass GRT wire length: 3.73 mm
- DR iter-0 viols: 31
- Wirelength per Cell: 11.8 um
- Setup TNS: 0 ns
- Top cells excl fill/tap: buf_4 (31), clkdlybuf4s50_1 (11), o21ai_0 (9)
- Pre-CTS WS: -0.292 ns
- Leakage: 0.000527 uW
- Register Area: 0 um^2
- DR DRC count: 0
- First drt pass iteration count: 4
- Final Hold Viols: 0
- HP Start: i_hex[1]
- # Cells Yosys: 94
- GRT Residual Overflow: 0
- Antenna violations before repair: 0
- Dominant logic cell type in the layout: buf_4
- Vias/cell: 4.53
- Fmax: 367 MHz
- Floorplan Utilization: 19.1%
- CP Launch Point: i_hex[4]
- I/O Pins: 20
- WS Path Type: in -> out
- Total tool warning count: 38
## worst max-delay path, delay by kind of cell
family / cells / cell delay [ns]
AOI/OAI and AO/OA: 2 / 0.44
buffers and inverters: 4 / 1.15
## cell families (layout without fill, tap and decap cells)
family	Yosys count	in the layout	synth area share, %
XOR/XNOR	1	1	1.34
multiplexers	3	3	4.61
AND/OR/NAND/NOR	29	29	23.8
other	1	1	0.575
buffers and inverters	18	63	16.1
AND-OR/OR-AND	35	35	40.1
adder cells (fa/ha/maj)	7	7	13.4
## cells in the mapped netlist
| cell type | count | share of area [%] |
|---|---|---|
| a32oi_1 | 1 | 1.3 |
| nor2b_1 | 2 | 1.9 |
| conb_1 | 1 | 0.58 |
| a221oi_2 | 1 | 2.3 |
| xnor2_1 | 1 | 1.3 |
| o21bai_1 | 1 | 1.2 |
| nand3_1 | 1 | 0.77 |
| o21ai_0 | 9 | 6.9 |
| buf_4 | 3 | 3.5 |
| nand2b_1 | 2 | 1.9 |
| and2b_1 | 1 | 1.2 |
| buf_6 | 3 | 5.2 |
| o21a_1 | 2 | 2.3 |
| a31oi_1 | 1 | 0.96 |
| o221ai_2 | 1 | 2.3 |
| buf_2 | 3 | 2.3 |
| a22oi_2 | 1 | 1.9 |
| inv_2 | 1 | 0.58 |
| nor2_2 | 2 | 1.9 |
| a22o_1 | 1 | 1.3 |
| nor3_1 | 2 | 1.5 |
| and3_1 | 2 | 1.9 |
| a311oi_2 | 1 | 2.3 |
| o2111a_1 | 1 | 1.7 |
| a211o_1 | 1 | 1.3 |
| ha_1 | 7 | 13 |
| mux2i_1 | 3 | 4.6 |
| and2_1 | 1 | 0.96 |
| o221ai_1 | 1 | 1.3 |
| nand4_1 | 1 | 0.96 |
| or2_2 | 1 | 0.96 |
| nor2_1 | 5 | 2.9 |
| or2b_1 | 1 | 1.2 |
| a21oi_1 | 5 | 3.8 |
| o21ai_1 | 1 | 0.77 |
| o22a_1 | 1 | 1.3 |
| and4_1 | 1 | 1.3 |
| nand2_1 | 6 | 3.5 |
| a22oi_1 | 2 | 2.3 |
| a211oi_1 | 4 | 4.6 |
| or2_1 | 1 | 0.96 |
| inv_1 | 8 | 4.6 |
## per-layer routing
| layer | track usage (%) | up-vias | part of all wire, % | wire, um |
|---|---|---|---|---|
| li1 | - | 425 | - | - |
| met1 | 8.97 | 401 | 48 | 1040 |
| met2 | 11.6 | 12 | 47 | 1030 |
| met3 | 0.795 | 0 | 4.8 | 104 |
| met4 | 0.176 | 0 | 0 | 0 |
| met5 | 0 | - | 0 | 0 |
## worst paths after layout
check / to / cells past startpoint
max: o_seven_one[0] / 6
min: o_seven_one[5] / 4
## report_power, final
group | total (uW) | leakage (uW) | switching, uW | internal [uW]
Combinational | 157 | 0.000527 | 67.2 | 90.3
Sequential | 0 | 0 | 0 | 0
Clock | 0 | 0 | 0 | 0
## layout make-up
cell class / instances / area (um^2)
Fill cell: 371 / 2280
Inverter: 9 / 33.8
Multi-Input combinational cell: 76 / 581
Timing Repair Buffer: 54 / 467
Tap cell: 46 / 57.6
## repair_timing
item	in CTS	in global routing
buffers inserted	1	2
pin swaps	0	3
setup endpoints to repair	8	5
resized	15	9
## metrics by stage
| step | instance area, um^2 | power, uW | cells |
|---|---|---|---|
| finish | 1140 | 157 | 185 |
| global route | 1140 | 174 | 185 |
| CTS | 1110 | 156 | 183 |
| detailed placement | 1070 | 150 | 182 |
| global placement | 1070 | 149 | 182 |
| floorplan | 652 | 70.9 | 94 |
Power and IR drop assume default switching activity.
