==> flow/design.v <==
module I2C (
    input	i_rst_n,
    input	i_clk,      
    input	i_start,             
    input   [6:0] i_addr,        
    input   i_rw,                
    input   [15:0] i_reg_data,   
    output	o_finished,
    output	o_sclk,      
    inout	o_sdat,      
    output	o_oen        
);
localparam S_IDLE     = 0;
localparam S_START    = 1;        
localparam S_ADDR     = 2;        
localparam S_RW       = 3;        
localparam S_REG_DATA_UPPER = 4;  
localparam S_REG_DATA_LOWER = 5;  
localparam S_ACK      = 6;        
localparam S_STOP     = 7;        
logic [2:0] state_r, state_w;
logic [2:0] prev_state_r, prev_state_w;  
logic sdat;  
logic oen_r, oen_w;  
logic [3:0] counter_r, counter_w;  
logic fin_r, fin_w;  
assign o_sclk = (state_r == S_IDLE || state_r == S_START || state_r == S_STOP) ? 1'b1 : ~i_clk;  
assign o_oen = oen_r;
assign o_sdat = oen_r ? sdat : 1'bz;
assign o_finished = fin_r;
always_comb begin
    state_w = state_r;
    prev_state_w = prev_state_r;
    oen_w = oen_r;
    counter_w = counter_r;
    fin_w = fin_r;
    sdat = 1'b1;
    case (state_r)
        S_IDLE: begin
            fin_w = 1'b0;
            sdat = 1'b1;
            if (i_start) begin  
                state_w = S_START;
                oen_w = 1'b1;
                counter_w = 4'b0;
            end
        end
        S_START: begin
            state_w = S_ADDR;
            sdat = 1'b0;
        end
        S_ADDR: begin
            sdat = i_addr[4'd6 - counter_r];
            counter_w = counter_r + 4'b1;
            if (counter_r == 6) state_w = S_RW;
        end
        S_RW: begin
            sdat = i_rw;
            if (counter_r == 7) begin  
                state_w = S_ACK;
                prev_state_w = S_RW;
                oen_w = 1'b0;  
            end
        end
        S_REG_DATA_UPPER: begin
            sdat = i_reg_data[4'd15 - counter_r];
            counter_w = counter_r + 4'b1;
            if (counter_r == 7) begin  
                state_w = S_ACK;
                prev_state_w = S_REG_DATA_UPPER;
                oen_w = 1'b0;
            end
        end
        S_REG_DATA_LOWER: begin
            sdat = i_reg_data[4'd7 - counter_r];
            counter_w = counter_r + 4'b1;
            if (counter_r == 7) begin
                state_w = S_ACK;
                prev_state_w = S_REG_DATA_LOWER;
                oen_w = 1'b0;
            end
        end
        S_STOP: begin
            sdat = 1'b0;  
            state_w = S_IDLE;
            fin_w = 1'b1;
        end
        S_ACK: begin
            counter_w = 4'b0;
            if (prev_state_r == S_RW) begin
                state_w = S_REG_DATA_UPPER;
                oen_w = 1'b1;  
            end
            else if (prev_state_r == S_REG_DATA_UPPER) begin
                state_w = S_REG_DATA_LOWER;
                oen_w = 1'b1;
            end
            else if (prev_state_r == S_REG_DATA_LOWER) begin
                state_w = S_STOP;
                oen_w = 1'b1;
            end
        end
    endcase
end
always_ff @(posedge i_clk or negedge i_rst_n) begin
    if (!i_rst_n) begin
        state_r <= S_IDLE;
        prev_state_r <= S_IDLE;
        oen_r <= 1'b1;
        counter_r <= 4'b0;
        fin_r <= 1'b0;
    end
    else begin
        state_r <= state_w;
        prev_state_r <= prev_state_w;
        oen_r <= oen_w;
        counter_r <= counter_w;
        fin_r <= fin_w;
    end
end
endmodule
==> flow/run.sh <==
#!/bin/bash
# OpenROAD 26Q1-2900-gdf79404cd8, Yosys 0.63+post, stock flow scripts
make -C /OpenROAD-flow-scripts/flow DESIGN_CONFIG=/design/flow/config.mk WORK_HOME=/design/flow/orfs finish
==> flow/config.mk <==
export PLATFORM = sky130hd
export DESIGN_NAME = I2C
export DESIGN_NICKNAME = I2C
export VERILOG_FILES = /design/flow/design.v
export SDC_FILE = /design/flow/constraint.sdc
export NUM_CORES = 4
export LEC_CHECK = 1
export CORE_AREA = 10 10 106 106
export DIE_AREA = 0 0 116 116
==> flow/constraint.sdc <==
current_design I2C

set clk_period 2.5
set clk_io_pct 0.2

create_clock -name clk0 -period $clk_period [get_ports {i_clk}]

set non_clock_inputs [all_inputs -no_clocks]
set_input_delay [expr $clk_period * $clk_io_pct] -clock clk0 $non_clock_inputs
set_output_delay [expr $clk_period * $clk_io_pct] -clock clk0 [all_outputs]
==> results.sh <==
# physical design summary
export IMPL_die_h_um=116
export IMPL_flop_cell="dfrtp_1"
export IMPL_ys_flops=17
export IMPL_syn_area_per_cell_um2=10.16
export IMPL_coreArea_um2=8848
export IMPL_place_gp_congestion=0.7655
export IMPL_rsz0062_at_grt="no"
export IMPL_fp_util=0.1182
export IMPL_totalWireLength_um=3081
export IMPL_clk_pin_slew_ns=0.06
export IMPL_drtIter0Drc=85
export IMPL_dp_hpwl_um=2369
export IMPL_worstPathMaxFanout=3
export IMPL_routedWlPerCell_um=12.47
export IMPL_yosys_area_um2=1046
export IMPL_fp_dieW_um=116
export IMPL_relSlewSlack=0.5018
export IMPL_syn_instance_count=103
export IMPL_grt_antenna_before_repair=0
export IMPL_rows=34
export IMPL_edf_count=0
export IMPL_flop_area_um2=429.2
export IMPL_grt_pass1_vias=990
export IMPL_required_ns=2.00
export IMPL_maxSlewViolCount=0
export IMPL_synth_cell_types=42
export IMPL_fin_setup_tns_ns=0
export IMPL_pre_cts_ws_ns=0.1483
export IMPL_ys_async_sr_fraction=1.000
export IMPL_cp_end_kind="primary output"
export IMPL_startpoint_type="register"
export IMPL_io_pin_count=31
export IMPL_ys_seq_share=0.4091
export IMPL_fillers=969
export IMPL_hp_class="register to register"
export IMPL_syn_area_um2=1046
export IMPL_yosysWarnings=2
export IMPL_arrival_ns=1.85
export IMPL_worstSetupPathType="register to primary output"
export IMPL_io_buffers=29
export IMPL_drive_above_1_share=0.2086
export IMPL_logic_area_um2=624.3
export IMPL_clock_latency_ns=0.36
export IMPL_power_density_nw_per_um2=424.0
export IMPL_finalClockSkew_ns=0.004180
export IMPL_ir_drop_v=0.0001660
export IMPL_drv_cap=0
export IMPL_grt_max_degree=18
export IMPL_post_drt_via_cell_ratio=3.802
export IMPL_tightestPinTransition_ns=0.7450
export IMPL_layout_setup_ws_ns=0.1501
export IMPL_n_antenna_cell=0
export IMPL_drt_pre_antenna_iters=4
export IMPL_period_used=0.9399
export IMPL_grt_usage=0.04811
export IMPL_hold_viol_final=0
export IMPL_finalSetupViolations=0
export IMPL_cts_tree="yes"
export IMPL_fmax_mhz=425.6
export IMPL_fin_crit_ns=2.350
export IMPL_yosysCellCount=103
export IMPL_warning_count=28
export IMPL_place_inst=238
export IMPL_ant_nets=0
export IMPL_die_area_um2=13460
export IMPL_status="finished, final reports clean"
export IMPL_grt_pass1_wl_um=5147
export IMPL_fin_cells=247
export IMPL_synthToLayoutAreaGrowth_pct=55.02
export IMPL_grt_remaining_overflow=0
export IMPL_p_leak_nw=0.6502
export IMPL_drc=0
export IMPL_vias=939
[timing repair]
action / in CTS / in global routing
pin swaps: 0 / 3
buffers inserted: 0 / 2
resized: 2 / 10
hold buffers: 0 / 0
setup endpoints to repair: 2 / 1
[final cells by class]
| type | count | share of cell area |
|---|---|---|
| multi-input cells | 77 | 0.3850 |
| flip-flops and latches | 17 | 0.2647 |
| repair buffers | 33 | 0.1983 |
| well taps | 108 | 0.08333 |
| clock buffers | 7 | 0.05633 |
| inverters | 4 | 0.009259 |
| clock inverters | 1 | 0.003086 |
[stage by stage]
stage | power [mW] | hold WS (ns) | area [um^2] | util
after CTS | 0.7048 | 0.4995 | 1553 | 0.1755
after detailed placement | 0.3718 | 0.4845 | 1463 | 0.1653
after global placement | 0.3715 | 0.4845 | 1463 | 0.1653
after floorplan | 0.2956 | 0.2044 | 1046 | -
after global routing | 0.7289 | 0.5278 | 1622 | 0.1833
final | 0.6875 | 0.4937 | 1622 | 0.1833
[registers in the layout (all words and copies together) (netlist names)]
signal        count
oen_r             1
state_r           8
prev_state_r      3
fin_r             1
counter_r         4
[layer usage]
layer	GRT usage	routed length, um	vias up
met4	0.005004	0	0
met1	0.07049	1505	454
met2	0.06598	1318	31
met5	0	0	-
li1	-	-	454
met3	0.02093	257	0
[power by group]
group	internal, mW	switching (mW)
registers	0.275	0
clock network	0.232	0.122
logic	0.0436	0.0148
[logic make-up after synthesis]
logic type               share of synthesized area
buffers and inverters                      0.04425
XOR/XNOR                                   0.02393
AND/OR/NAND/NOR                             0.1902
multiplexers                                0.1471
flip-flops                                  0.4091
adder cells (fa/ha/maj)                    0.02392
AND-OR/OR-AND                               0.1615
[synthesized netlist by cell type, types with 2 or more instances]
library cell / instances / share of area
dfrtp_1: 15 / 0.36
nor2_1: 9 / 0.032
nand2_1: 8 / 0.029
o21ai_0: 8 / 0.038
mux4_2: 4 / 0.086
nand2b_1: 4 / 0.024
o21ai_1: 4 / 0.019
inv_1: 3 / 0.011
mux2i_1: 3 / 0.029
nand3_1: 3 / 0.014
a2111oi_0: 2 / 0.017
a22o_1: 2 / 0.017
clkbuf_1: 2 / 0.0072
dfstp_2: 2 / 0.050
ha_1: 2 / 0.024
mux2_2: 2 / 0.022
nand3b_1: 2 / 0.014
nor4_1: 2 / 0.012
o22ai_1: 2 / 0.012
or2_1: 2 / 0.012
[worst paths after layout]
check                      slack [ns]  cells after the start      endpoint       startpoint
max                              0.15                      6        o_sdat     counter_r[0]
min                              0.49                      1         fin_r            fin_r
max reg2reg                      1.01                      3         oen_r  prev_state_r[1]
min reg2reg                      0.49                      1         fin_r            fin_r
max in group asynchronous        1.41                      1  counter_r[2]          i_rst_n
min in group asynchronous        0.58                      1  counter_r[1]          i_rst_n
[critical path: stages, from the launching register on]
cell	delay (ns)
dfrtp_1	0.42
ha_4	0.20
xor2_4	0.16
mux2i_1	0.14
o211ai_1	0.27
o21ai_4	0.10
a32oi_1	0.21
[layout by cell type, fill, tap and decap left out, types with 2 or more instances in the layout]
cell type,netlist,final
nand2_1,8,8
buf_4,1,4
a22o_1,2,2
clkdlybuf4s50_1,0,28
inv_1,3,3
o21ai_1,4,3
mux4_2,4,4
mux2i_1,3,3
nand3_1,3,2
dfstp_2,2,2
o22ai_1,2,2
nand2b_1,4,4
clkbuf_8,0,6
mux2_2,2,2
or2_1,2,2
nor2_1,9,9
o21ai_0,8,8
dfrtp_1,15,14
nand3b_1,2,2
Power figures rest on the tool's default switching activity, not on a simulated workload.
